==> /design/flow/design.v <==
module sev_seg_sel(
	input  logic       clk, reset,
	input  logic [3:0] onboard_sw, bboard_sw,
	output logic       seg1en, seg2en,
	output logic [3:0] sw
);
    logic [31:0] counter;
    logic alternate_led;
    always_ff @(posedge clk) begin
        if (~reset) begin
            counter <= 1'b0;
	    alternate_led <= 1'b0;
	end
	else if (counter < 32'd30000) counter <= counter + 1;
	else begin
            counter <= 32'b0;
	    alternate_led <= ~alternate_led;
	end
    end
    always_comb begin
        if (alternate_led) begin
	    seg2en = 1'b0;
       	    seg1en = 1'b1;
	    sw = onboard_sw;
	end else begin
            seg1en = 1'b0;
            seg2en = 1'b1;
            sw = bboard_sw;
        end
    end
endmodule
==> /design/flow/run.sh <==
#!/bin/bash
# OpenROAD 26Q1-2900-gdf79404cd8, Yosys 0.63+post, stock flow scripts
make -C /OpenROAD-flow-scripts/flow DESIGN_CONFIG=/design/flow/config.mk WORK_HOME=/design/flow/orfs finish
==> /design/flow/config.mk <==
export PLATFORM = sky130hd
export DESIGN_NAME = sev_seg_sel
export DESIGN_NICKNAME = sev_seg_sel
export VERILOG_FILES = /design/flow/design.v
export SDC_FILE = /design/flow/constraint.sdc
export NUM_CORES = 4
export LEC_CHECK = 1
export CORE_AREA = 10 10 98 98
export DIE_AREA = 0 0 108 108
==> /design/flow/constraint.sdc <==
current_design sev_seg_sel

set clk_period 3.8
set clk_io_pct 0.2

create_clock -name clk0 -period $clk_period [get_ports {clk}]

set non_clock_inputs [all_inputs -no_clocks]
set_input_delay [expr $clk_period * $clk_io_pct] -clock clk0 $non_clock_inputs
set_output_delay [expr $clk_period * $clk_io_pct] -clock clk0 [all_outputs]
==> git commit body <==
Record implementation results from latest flow run

* Placed instance area: 1484 µm²
* Combinational share of power: 3.8%
- The clock passes through at most 2 buffers.
- Fraction of registers with async set or reset after synthesis: 0%
* Final max-slew violation count: 0
* EDFF count, synth: 0
* Tool warning count: 25
- The final hold violation count recorded for this run is 0.
- On the critical path the data arrives at 1.84 ns.
* Via count: 849
* Initial antenna violation count: 0
- Top-level I/O count: 16
* Setup repair bufs after CTS: 0
- Vias in the first global route: 729
* Worst r2r src: counter[5]
* Normalized max-slew margin: 52.91%
- The most used flip-flop cell after synthesis is dfxtp_1.
- Net switching is 19.46% of the power.
- The region available for standard cell placement spans 7647 µm².
* CTS hold repair buffers: 0
* Final-layout setup total negative slack: 0 ns
- Gate Count Post-Synth: 112
- TritonCTS built the clock tree.
- Inserted Clock Buffers: 5
* Fmax: 385.2 MHz
- Clk slew on worst S/H paths: 0.07 ns
* Remaining Overflow, GRT: 0
- Global routing consumed, over all layers together, 3.342% of the routing resources.
* Relative contribution of the clock network to total power: 45.6%
- # Max-Cap Violations: 0
- Number of buffers inserted by port buffering: 15
- For this run, the chip area from Yosys synthesis comes to 1169 µm².
- Critical Path Start: onboard_sw[1]
* Maximum level of the CTS H-tree: 2
- Post-synthesis area per instance: 10.43 µm²
- Clock tree synthesis selected as its root buffer the cell clkbuf_8.
- Antenna repair during routing inserted a diode count of 0.
* Routed wire per std cell: 7.797 µm
* Worst Hold Class: reg2reg
- Share of cells above drive strength 1: 10.07%
- Pin count of the biggest net entering global routing: 16
- Counting only logic cells after layout, the most numerous master is dfxtp_1.
* Total routed wirelength: 1957 µm
- The report shows a maximum critical-path fanout of 1.
* Cells in synth_stat.txt: 112
* Hold Path Origin: counter[0]
* Total power: 0.0007113 W
- Clk_skew: 0.005797 ns
* Post-synth regs: 33
- Initial core utilization: 15.28%
- STA classifies the critical path endpoint as an output pin.
- DR vias/cell: 3.382
* Die Span X: 108 µm
* Transition at the pin with the smallest max-transition slack: 0.7063 ns
- In the log, the iteration count for the first detailed-route pass is 4.
- For this run the detailed placement stage logged an HPWL of 1393 µm.
- # rows: 32
* Global-route wire length before repair: 3298 µm
- The detail route stage leaves a number of antenna-violating nets equal to 0.
* Number of filler instances in the final layout: 816
- Final setup violation count: 0
* Post-route DRC violation count: 0
- At the worst endpoint, the required time is 3.04 ns.
- Kind of critical path: in2out
* Setup repair after global routing missed its margin: false
- Highest-count cells in the layout ignoring fill and taps: dfxtp_1 (33), nor2_1 (18), conb_1 (17)
* Area added between synthesis and finish: 36.83%
- Warning count from the yosys run: 1
- Final worst slack: 1.204 ns
* Proportion of synthesized chip area in sequential cells: 56.53%
- The internal power of the cells totals 0.0005729 W.
* Final Wtd Congestion: 0.7781
- Worst slack, placed: 1.198 ns
* Clock latency on the worst-skew pair: 0.28 ns
- Looking at the power breakdown, sequential logic takes 50.6% of the total.
* Synthesized area: 1169 µm²
- Post-route cell area: 1599 µm²
- Subtracting the final worst setup slack from the clock period gives 2.596 ns.
- The worst VDD IR drop from the latest analysis is 168.0 µV.
- After clock tree synthesis, the repair step resized 0 gates.
* Final critical-path share of the clock period: 68.32%
* Chip footprint: 11660 µm²
- Unique masters post-synth: 26
* Startpoint class of the critical path: primary input
* Leak: 0.5412 nW
* Net switching power figure: 0.0001384 W
- First-iteration detailed-routing DRC count: 46
* PD cells: 444.9 nW/µm²
- The flow ran to the end, and the final reports show no timing, DRC or antenna violations.
* Clock sink total: 33
- Die Y: 108 µm
registers in the layout, indices dropped and copies added (netlist names):
signal	flops
alternate_led	1
counter	32
power by group through the flow:
stage / Clock (W) / Combinational [W] / Sequential (W)
4_1_cts: 0.000332 / 0.0000274 / 0.000360
5_1_grt: 0.000350 / 0.0000301 / 0.000361
6_report: 0.000324 / 0.0000270 / 0.000360
logic make-up (layout without fill, tap and decap cells):
family	after synthesis	after routing	share of synthesized area, %
adder cells (fa/ha/maj)	1	1	1.070
AND/OR/NAND/NOR	48	48	20.34
other	1	17	0.3209
AND-OR/OR-AND	6	6	4.817
flip-flops	33	33	56.53
buffers and inverters	6	27	3.211
multiplexers	5	5	4.711
XOR/XNOR	12	12	8.994
path summary, 6_finish.rpt:
path	to	slack [ns]	cells after the start
worst max register to register	counter[14]	2.00	4
worst max-delay path	sw[1]	1.20	3
worst min register to register	counter[0]	0.47	1
worst min-delay path	counter[0]	0.47	1
critical path: stages:
cell	delay, ns
clkdlybuf4s50_1	0.40
mux2_2	0.26
clkdlybuf4s50_1	0.42
synth_stat cells (2+ instances only):
cell     count  area share, %
dfxtp_1     33             57
nor2_1      18            5.8
inv_1        4            1.3
nand4_1      5            2.7
buf_6        2            1.9
xor2_1       2            1.5
nand3_1      6            2.6
nor3_1       3            1.3
nand2_1      5            1.6
nor4_1       6            3.2
xnor2_1     10            7.5
mux2_2       4            3.9
layout make-up:
| cell class | count | area, µm² | area share [%] |
|---|---|---|---|
| repair buffers | 15 | 150.1 | 9.390 |
| flip-flops and latches | 33 | 660.6 | 41.31 |
| clock inverters | 3 | 46.29 | 2.895 |
| well taps | 102 | 127.6 | 7.981 |
| inverters | 4 | 15.01 | 0.9390 |
| multi-input cells | 89 | 530.5 | 33.18 |
| clock buffers | 5 | 68.82 | 4.304 |
stage by stage:
stage,hold WS (ns),cells,util (%)
floorplan,0.4299,128,-
global placement,0.4448,243,19.40
detailed placement,0.4544,243,19.40
CTS,0.4724,251,20.91
global route,0.5291,251,20.91
finish,0.4710,251,20.91
per-layer routing:
layer,track usage [%],up-vias,routed length (µm)
met4,1.050,0,69
met3,1.446,6,188
met5,0,-,0
li1,-,447,-
met1,4.767,368,1018
met2,4.440,28,681
Power figures rest on the tool's default switching activity, not on a simulated workload.
