### flow/design.v
module led_adder(
	input  logic [3:0] onboard_sw,
	input  logic [3:0] bboard_sw,
	output logic [4:0] led
);
    logic [3:0] onboard_val;
    logic [3:0] bboard_val;
    assign onboard_val = ~onboard_sw;
    assign bboard_val = ~bboard_sw;
    assign led = onboard_val + bboard_val;
endmodule
### flow/run.sh
#!/bin/bash
# OpenROAD 26Q1-2900-gdf79404cd8, Yosys 0.63+post, stock flow scripts
make -C /OpenROAD-flow-scripts/flow DESIGN_CONFIG=/design/flow/config.mk WORK_HOME=/design/flow/orfs finish
### flow/config.mk
export PLATFORM = sky130hd
export DESIGN_NAME = led_adder
export DESIGN_NICKNAME = led_adder
export VERILOG_FILES = /design/flow/design.v
export SDC_FILE = /design/flow/constraint.sdc
export NUM_CORES = 4
export LEC_CHECK = 1
export CORE_AREA = 10 10 70 70
export DIE_AREA = 0 0 80 80
### flow/constraint.sdc
current_design led_adder

set clk_period 1.9
set clk_io_pct 0.2

create_clock -name clk0 -period $clk_period

set non_clock_inputs [all_inputs -no_clocks]
set_input_delay [expr $clk_period * $clk_io_pct] -clock clk0 $non_clock_inputs
set_output_delay [expr $clk_period * $clk_io_pct] -clock clk0 [all_outputs]
==> impl_metrics.csv <==
group,metric,value,unit
power_and_ir_drop,sequentialPowerShare,0,%
yosys,xor_share,11.0,%
worst_setup_path,crit_arrival,1.43,ns
power_and_ir_drop,irDropWorstVdd,17.9,uV
grt,track_usage,1.46,%
die,die_w,80,um
die,fp-utilization,4.65,%
routing,routed-via-count,173,
job,max_cap_viol_count,0,
place,place_area,369,um2
final_layout,regArea,0,um2
power_and_ir_drop,power_frac_comb,100.0,%
routing,drtIter0Drc,0,
sta,rsz0062_at_grt,"false",
yosys,ys_area,159,um2
routing,ant_nets,0,
final_layout,final_cell_mix,"inv_2 (5), inv_1 (5), buf_2 (5)",
yosys,aoi_share,13.4,%
sta,post-route-period-util,95.5,%
yosys,synthesis.instances,22,
grt,grt_max_degree,4,
hold_path,hold_path_class,"primary input to primary output",
grt,gr-total-overflow,0,
final_layout,drive_gt1_share,47.4,%
place,dp_cells,84,
sta,worst_pin_slew,0.110,ns
yosys,simple_gate_share,7.87,%
final_layout,finalInstanceArea,364,um2
yosys,yosysTopAreaCell,"ha_1",
final_layout,final-comb-area,149,um2
routing,num_antenna_cells,0,
final_layout,nClkBuffers,0,
routing,drtPass1Iterations,1,
clock_network,cts_setup_buffers,0,
sta,hold_viol,0,
sta,fmaxAchievable,551,MHz
hold_path,hold_depth,5,
worst_setup_path,crit_type,"primary input to primary output",
yosys,yosysSeqAreaShare,0,%
sta,maxSlewHeadroom,92.6,%
routing,routedWlPerCell,5.74,um
routing,routed_wl,482,um
power_and_ir_drop,switching_share,35.0,%
power_and_ir_drop,leakagePower,0.000175,uW
yosys,synth.cell_area,159,um2
sta,period_minus_slack,1.81,ns
worst_setup_path,crit_path_max_fanout,2,
worst_setup_path,end_kind,"primary output",
place,io_buffers,13,
power_and_ir_drop,p_per_area,209,nW/um2
yosys,synthMuxAreaShare,0,%
place,dp_hpwl,467,um
yosys,fa_ha_area_share,44.1,%
die,core-area,3420,um2
power_and_ir_drop,switching_power,26.6,uW
power_and_ir_drop,power.share.clock,0,%
final_layout,nFillCells,400,
power_and_ir_drop,internal-power,49.4,uW
yosys,syn_avg_cell_area,7.22,um2
routing,drc,0,
yosys,ys_cells,22,
sta,setup_viol,0,
final_layout,seq_cell_count,0,
final_layout,syn_to_final_growth,129,%
die,die_area,6400,um2
grt,first_global_vias,187,
grt,grt_pass1_wl,786,um
outcome,outcome,"finished, final reports clean",
clock_network,ctsHoldBuffers,0,
final_layout,fin_cells,84,
yosys,topCellsByArea,"ha_1 (31%), inv_1 (24%), fa_1 (13%)",
yosys,synth_cell_types,9,
die,die_h,80,um
yosys,top_area_share,31.5,%
die,io_pins,13,
worst_setup_path,crit_path_start_kind,"primary input",
sta,slew_violations,0,
place,place_congestion,0.724,
die,fp-row-count,21,
routing,vias_per_cell,2.06,
yosys,top_logic_kind,"adder cells",
grt,antenna_found_initial,0,
worst_setup_path,required,1.52,ns
yosys,ys_warn_count,0,
job,warnings,32,
## per-layer routing
metal / track usage (%) / part of all wire [%] / vias to the layer above
li1: - / - / 95
met1: 1.78 / 42 / 70
met2: 2.49 / 45 / 8
met3: 0.568 / 13 / 0
met4: 0 / 0 / 0
met5: 0 / 0 / -
## repair_timing
| item | 4_1_cts | 5_1_grt |
|---|---|---|
| pin swaps | 6 | 6 |
| resized | 28 | 6 |
| endpoints found under the setup margin | 5 | 3 |
| cloned | 0 | 0 |
## area by class of cell
class / count / area share, %
Inverter: 10 / 10.3
Timing Repair Buffer: 16 / 33.0
Tap cell: 46 / 15.8
Multi-Input combinational cell: 12 / 40.9
## power by group through the flow
| stage | combinational, uW | sequential [uW] | clock (uW) |
|---|---|---|---|
| 5_1_grt | 88.3 | 0 | 0 |
| 4_1_cts | 76.7 | 0 | 0 |
| 6_report | 76.0 | 0 | 0 |
## cells by family (layout without fill, tap and decap cells)
kind of cell,count (synthesis),in the layout
AND-OR/OR-AND,3,3
AND/OR/NAND/NOR,2,2
buffers and inverters,10,26
adder cells (fa/ha/maj),5,5
XOR/XNOR,2,2
## worst max-delay path, stage by stage
cell             delay [ns]
clkdlybuf4s50_1        0.45
inv_1                  0.04
ha_1                   0.30
o21ai_1                0.09
nand2b_1               0.06
buf_2                  0.11
## worst paths after layout
check | startpoint | endpoint
worst max-delay path | onboard_sw[3] | led[4]
worst min-delay path | bboard_sw[1] | led[1]
## cells in the mapped netlist
| cell type | n |
|---|---|
| nor2b_1 | 1 |
| inv_1 | 10 |
| ha_1 | 4 |
| a21o_1 | 1 |
| nand2b_1 | 1 |
| fa_1 | 1 |
| o21ai_0 | 1 |
| xnor2_1 | 2 |
| a21oi_2 | 1 |
## metrics by stage
| step | setup TNS (ns) | hold slack, ns | setup slack (ns) | utilization [%] | power [uW] |
|---|---|---|---|---|---|
| 6_report | 0 | 1.28 | 0.0852 | 10.7 | 76.0 |
| 5_1_grt | 0 | 1.33 | 0.00461 | 10.7 | 88.3 |
| 4_1_cts | 0 | 1.40 | 0.0113 | 10.4 | 76.7 |
| 3_5_place_dp | -2.54 | 1.80 | -0.693 | 10.8 | 87.0 |
| 3_3_place_gp | -2.47 | 1.79 | -0.659 | 10.8 | 85.4 |
| 2_1_floorplan | 0 | 0.876 | 0.305 | - | 27.3 |
No activity file was given, so power comes from the tool's default toggle rates.
