`/design/flow/run.sh`:
```
#!/bin/bash
# OpenROAD 26Q1-2900-gdf79404cd8, Yosys 0.63+post, stock flow scripts
make -C /OpenROAD-flow-scripts/flow DESIGN_CONFIG=/design/flow/config.mk WORK_HOME=/design/flow/orfs finish
```
`/design/flow/config.mk`:
```
export PLATFORM = sky130hd
export DESIGN_NAME = seven_seg_mux
export DESIGN_NICKNAME = seven_seg_mux
export VERILOG_FILES = /design/flow/design.v
export SDC_FILE = /design/flow/constraint.sdc
export NUM_CORES = 4
export LEC_CHECK = 1
export CORE_AREA = 10 10 70 70
export DIE_AREA = 0 0 80 80
```
`/design/flow/constraint.sdc`:
```
current_design seven_seg_mux

set clk_period 2.5
set clk_io_pct 0.2

create_clock -name clk0 -period $clk_period [get_ports {clk}]

set non_clock_inputs [all_inputs -no_clocks]
set_input_delay [expr $clk_period * $clk_io_pct] -clock clk0 $non_clock_inputs
set_output_delay [expr $clk_period * $clk_io_pct] -clock clk0 [all_outputs]
```
`/design/flow/design.v`:
```
module seven_seg_decoder (
    input  logic [3:0] bin_in,
    output logic [6:0] anode_out
);
    always_comb begin
        case (bin_in)
            4'h0: anode_out = 7'b1000000;  
            4'h1: anode_out = 7'b1111001;  
            4'h2: anode_out = 7'b0100100;  
            4'h3: anode_out = 7'b0110000;  
            4'h4: anode_out = 7'b0011001;  
            4'h5: anode_out = 7'b0010010;  
            4'h6: anode_out = 7'b0000010;  
            4'h7: anode_out = 7'b1111000;  
            4'h8: anode_out = 7'b0000000;  
            4'h9: anode_out = 7'b0010000;  
            default: anode_out = 7'b1111111;  
        endcase
    end
endmodule
module seven_seg_mux (
    input  logic        clk,
    input  logic        rst_n,
    input  logic [3:0]  in_0,
    input  logic [3:0]  in_1,
    output logic [6:0]  anode_out,
    output logic [1:0]  anode_sel
);
    logic [3:0] counter;
    logic [3:0] selected_in;
    always_ff @(posedge clk or negedge rst_n) begin
        if (!rst_n) begin
            counter <= 4'b0000;
        end else begin
            counter <= counter + 1'b1;
        end
    end
    always_comb begin
        if (counter[3] == 1'b0) begin
            selected_in = in_0;
            anode_sel   = 2'b01;  
        end else begin
            selected_in = in_1;
            anode_sel   = 2'b10;  
        end
    end
    seven_seg_decoder decoder_inst (
        .bin_in     (selected_in),
        .anode_out  (anode_out)
    );
endmodule
```
==> reports/highlights.md <==
* complete, no violations — run status
* in_0[3] — startpoint of the most critical setup path
* 0.225 — fraction of synthesized cell area taken by the top area cell type
* buffers and inverters — cell family with the largest share of critical-path delay
* sky130_fd_sc_hd__dfrtp_1, sky130_fd_sc_hd__ha_1, sky130_fd_sc_hd__mux2i_4 — top cells, area
* 29 — warning total across the stage logs
* 0.04 ns — clock-pin slew on the worst setup and hold paths
* 964 um — detailed placer's ending HPWL
* 6 — biggest fanout along the worst timing path
* 0.23 ns — clk ins delay skew pair
* 0 ns — Post-Route Setup TNS
* 101 sq um — area taken by flip-flops and latches
* 0.241 ns — transition time of the tightest slew-check pin
* 1 — H-tree Lvls
* 0 — antenna violations before repair
* 0.370 — share of post-route cells with drive strength above 1
* 19 — total I/O pin count
* output port — crit path capture type
* counter[3] — RR Startpoint
* 0 — Antenna diodes
* 0.00333 ns — worst clock skew
* 0.835 — global placer's final weighted congestion
* 4 — number of synthesized register bits
* 6400 sq um — Total Die Area
* 7 — pin count of the biggest net entering global routing
* 3 — total buffers and inverters traversed by the critical path
* 2 — tally of yosys warning messages
* 0.374 nW — leakage component of the power
* 0 — Final Hold Viols
* 119 — post-route insts no fill
* 0.51 ns — Crit path largest cell delay
* 0 — max-cap viol count
* 0.836 — Slew headroom
* sky130_fd_sc_hd__clkdlybuf4s50_1 — cell type of the slowest stage on the worst timing path
* 42 — number of cells in Yosys stat
* 0 — total of endpoints with negative setup slack in the final report
* 0 — Max Transition Viols Final
* 3420 sq um — Core ar.
* 20 — number of library cell types mapped by synthesis
* 0.0833 mV — worst voltage drop across the vdd grid
* 42 — cells after synthesis
* input port — critical path startpoint category
* 709 sq um — post-detailed-placement cell area
* 3 — number of DRC violations after detailed-routing iteration 0
* 3.47 — vias per cell
* 279 nW/um^2 — Pwr per Cell Area
* 5 — total number of cells along the worst setup path
* counter: 4 flops — registers with the most flip-flops
* 379 — fillers
* 0 — number of routed nets with antenna violations
* 0.0372 — total track usage
* 0 — DRC
* in -> out — type of the worst setup path
* 2 — DR pass1 iterations
* 333 sq um — Combinational Area
* 418 MHz — max frequency
* 10.6 sq um — syn avg cell area
* 4 — Largest register FFs
* 1.89 ns — data arrival at the endpoint of the critical path
* 4 — sinks on the clock net
* 445 sq um — Syn Std Cell Area
* 10.1 um — wire length per cell after detailed routing
* 1.20 mm — final wirelength
* 0.462 ns — WHS
* 0.225 — sequential area share after synthesis
* 0.225 mW — sum of internal, switching and leakage power
* 0.130 — initial standard-cell utilization of the core
* 417 — via count of the first global-routing pass
* in -> async — worst hold path class
* 80 um — die outline width
* 0.957 — final cycle utilization of the critical path
* 0 — global route overflow
* 2.00 ns — endpoint required time on the critical path
* sky130_fd_sc_hd__dfrtp_1 — area leader, netlist
* 110 — Post-Place Cells
* 445 sq um — area figure in the yosys stat output
* 413 — count of vias placed by the detailed router
* 2.39 ns — minimum clock period after layout
* sky130_fd_sc_hd__clkbuf_4 — clock root cell
* false — setup repair after global routing missed its margin
* 80 um — y dimension of the die
* 18 — total of buffers placed on input and output ports
* 3 — Num CTS Buffers
* 3 — R2R cell count
* sky130_fd_sc_hd__clkdlybuf4s50_1 — Most Frequent Cell on Critical Path
* 1.94 mm — first-pass GRT wire length
* 81.2% — area growth from synthesis to final layout
* done — clock tree from TritonCTS
* 2 — worst-case clock buffer depth
* 21 — standard-cell rows
* 807 sq um — Post-Layout Inst Area
* counter — register with the most flip-flops
* clkdlybuf4s50_1 > mux2i_4 > buf_4 > a21oi_2 > clkdlybuf4s50_1 — ordered cell list for the critical path
[cells in the mapped netlist]
master and instances:
sky130_fd_sc_hd__a21oi_1 5, sky130_fd_sc_hd__a21oi_2 1, sky130_fd_sc_hd__buf_4 1, sky130_fd_sc_hd__buf_6 1, sky130_fd_sc_hd__dfrtp_1 4, sky130_fd_sc_hd__ha_1 6, sky130_fd_sc_hd__inv_1 5, sky130_fd_sc_hd__inv_2 1
sky130_fd_sc_hd__mux2_2 1, sky130_fd_sc_hd__mux2_4 1, sky130_fd_sc_hd__mux2i_1 5, sky130_fd_sc_hd__mux2i_4 3, sky130_fd_sc_hd__nand2_1 1, sky130_fd_sc_hd__nand3_1 1, sky130_fd_sc_hd__nor2_1 1, sky130_fd_sc_hd__nor3_1 1
sky130_fd_sc_hd__nor3_2 1, sky130_fd_sc_hd__o22ai_1 1, sky130_fd_sc_hd__xnor2_1 1, sky130_fd_sc_hd__xor2_1 1
[layout by cell type (no fill, tap or decap)]
cell type                         instances
sky130_fd_sc_hd__a21oi_2                  2
sky130_fd_sc_hd__nor3_4                   1
sky130_fd_sc_hd__dfrtp_2                  1
sky130_fd_sc_hd__nor2_1                   1
sky130_fd_sc_hd__o22ai_1                  1
sky130_fd_sc_hd__buf_4                    9
sky130_fd_sc_hd__a21oi_1                  4
sky130_fd_sc_hd__ha_2                     1
sky130_fd_sc_hd__dlygate4sd2_1           11
sky130_fd_sc_hd__nor3_1                   1
sky130_fd_sc_hd__nand3_1                  1
sky130_fd_sc_hd__inv_2                    1
sky130_fd_sc_hd__ha_1                     5
sky130_fd_sc_hd__mux2i_4                  4
sky130_fd_sc_hd__buf_6                    3
sky130_fd_sc_hd__clkdlybuf4s50_1          6
sky130_fd_sc_hd__nand2_1                  1
sky130_fd_sc_hd__mux2_4                   2
sky130_fd_sc_hd__xnor2_1                  1
sky130_fd_sc_hd__inv_1                    5
sky130_fd_sc_hd__mux2i_1                  4
sky130_fd_sc_hd__dlymetal6s2s_1           1
sky130_fd_sc_hd__xor2_1                   1
sky130_fd_sc_hd__clkbuf_4                 3
sky130_fd_sc_hd__dfrtp_1                  3
[routing by layer]
layer | track usage | vias up | part of all wire
li1 | - | 207 | -
met1 | 0.0492 | 190 | 0.46
met2 | 0.0522 | 16 | 0.39
met3 | 0.0239 | 0 | 0.15
met4 | 0.00176 | 0 | 0
met5 | 0 | - | 0
[area by class of cell]
cell class | count | area share
Multi-Input combinational cell | 30 | 0.412
Inverter | 6 | 0.0279
Sequential cell | 4 | 0.126
Clock buffer | 3 | 0.0279
Timing Repair Buffer | 30 | 0.335
Tap cell | 46 | 0.0713
[power breakdown]
| group | total, mW | switching (mW) | internal (mW) |
|---|---|---|---|
| logic | 0.0801 | 0.0317 | 0.0484 |
| clock network | 0.0800 | 0.0263 | 0.0537 |
| registers | 0.0651 | 0 | 0.0651 |
[metrics by stage]
step	utilization	setup WS, ns
CTS	0.226	0.0198
detailed placement	0.208	-0.391
floorplan	-	0.592
global placement	0.208	-0.343
finish	0.236	0.106
global route	0.236	0.00434
[final timing paths]
path                                      to  slack (ns)
worst max-delay path            anode_out[2]        0.11
worst min-delay path              counter[2]        0.46
worst max register to register    counter[3]        1.51
worst min register to register    counter[0]        0.46
min in group clk0                 counter[0]        0.46
max in group asynchronous         counter[3]        1.86
[logic make-up (layout without fill, tap and decap cells)]
family / Yosys count / in the layout / synth area share
AOI/OAI and AO/OA: 7 / 7 / 0.0899
xor gates and xnor gates: 2 / 2 / 0.0393
adders and majority gates: 6 / 6 / 0.169
buffers and inverters: 8 / 39 / 0.0927
DFF: 4 / 4 / 0.225
muxes: 10 / 10 / 0.323
and+or+nand+nor: 5 / 5 / 0.0618
[what timing repair did]
item	in CTS	in global routing
hold buffers	0	0
setup endpoints to repair	7	2
buffers inserted	2	4
gates resized	20	2
pin swaps	3	3
Power figures rest on the tool's default switching activity, not on a simulated workload.
